[flow/config.mk]
export PLATFORM = sky130hd
export DESIGN_NAME = decoder
export DESIGN_NICKNAME = decoder
export VERILOG_FILES = /design/flow/design.v
export SDC_FILE = /design/flow/constraint.sdc
export NUM_CORES = 4
export LEC_CHECK = 1
export CORE_AREA = 10 10 70 70
export DIE_AREA = 0 0 80 80
[flow/constraint.sdc]
current_design decoder

set clk_period 2.1
set clk_io_pct 0.2

create_clock -name clk0 -period $clk_period

set non_clock_inputs [all_inputs -no_clocks]
set_input_delay [expr $clk_period * $clk_io_pct] -clock clk0 $non_clock_inputs
set_output_delay [expr $clk_period * $clk_io_pct] -clock clk0 [all_outputs]
[flow/design.v]
`timescale 1ns / 1ps
module decoder(
    input [3:0] SW,
    output [6:0] C
    );
    begin
        assign C = 
        ((SW==0) ? 7'b1000000 :
        ((SW==1) ? 7'b1111001 :
        ((SW==2) ? 7'b0100100 :
        ((SW==3) ? 7'b0110000 :
        ((SW==4) ? 7'b0011001 :
        ((SW==5) ? 7'b0010010 :
        ((SW==6) ? 7'b0000010 :
        ((SW==7) ? 7'b1111000 :
        ((SW==8) ? 7'b0000000 :
        ((SW==9) ? 7'b0011000 : 7'b1111111
        )))))))))) ;
        end
endmodule
[flow/run.sh]
#!/bin/bash
# OpenROAD 26Q1-2900-gdf79404cd8, Yosys 0.63+post, stock flow scripts
make -C /OpenROAD-flow-scripts/flow DESIGN_CONFIG=/design/flow/config.mk WORK_HOME=/design/flow/orfs finish
==> flow_summary_export.csv <==
group,metric,value,unit
setup_path,critPathTopFamily,"buffers and inverters",
final_timing,slew_violations,0,
setup_path,worstPathMaxFanout,9,
final_timing,layout_min_cycle_time,1.949,ns
synthesis,syn-instance-count,25,
pwr,p_leak,0.1228,nW
detailed_routing,ant_nets,0,
die,io_pins,11,
setup_path,critical_path_class,"input pin to output port",
placement,dp_cells,82,
final_timing,setup_slack,0.1510,ns
placement,placed_area,344.1,um^2
detailed_routing,vias,227,
global_route,grt_use_total,0.01662,
finish,n_fill_cell,405,
die,row_count,21,
global_route,grt_overflow,0,
synthesis,ys.warnings.count,0,
detailed_routing,drt-total-wl,562,um
final_timing,max_slew_margin,0.8612,
placement,numPortBuffers,11,
final_timing,period_used_share,0.9281,
global_route,grt_pass1_wl,924,um
setup_path,cp_data_arrival_time,1.53,ns
run,warnings,32,
setup_path,slowest_stage,"clkdlybuf4s50_1",
detailed_routing,drt_iter0_drc,2,
placement,dp_hpwl,490.4,um
setup_path,cp_num_cells,4,
synthesis,ys_cells,25,
die,fp_util,0.05201,
worst_hold_path,hold_depth,4,
finish,syn2layout_area_growth,81.69,%
finish,clkbuf_count,0,
final_timing,rsz0062_at_grt,"no",
detailed_routing,drt-pass1-iter-count,2,
final_timing,final-setup-viol-count,0,
global_route,grt_pass1_vias,201,
synthesis,netlist_top_cells_area,"a211oi_2, and4bb_2, buf_6, a21oi_1, mux2i_1",
pwr,powerDensity,178.6,nW/um^2
setup_path,end_kind,"output port",
synthesis,synth.distinct_cells,21,
die,fp.dieH,80,um
synthesis,top_cell_area_share,0.07042,
synthesis,synth_area,177.7,um^2
detailed_routing,vias_per_cell,2.768,
worst_hold_path,hp-class,"input pin to output port",
final_timing,hold_ws,1.424,ns
final_timing,tightest_slew,0.2024,ns
global_route,antenna_found_initial,0,
outcome,status,"finished, final reports clean",
pwr,ir_drop,0.01803,mV
detailed_routing,drt-wirelength-per-cell,6.854,um
setup_path,cp-start-kind,"input pin",
detailed_routing,drcViolationCount,0,
detailed_routing,antenna_cells,0,
setup_path,worstPathCellList,"buf_2 -> or3_1 -> o211ai_1 -> clkdlybuf4s50_1",
finish,drive_above_1_share,0.2500,
setup_path,path_buffers,2,
finish,design_area,322.8,um^2
placement,dpl_worst_slack,-0.3199,ns
final_timing,max_freq,513.1,MHz
synthesis,ys_area,177.7,um^2
synthesis,synth_seq_share,0,
die,dieArea,6400,um^2
run,max_cap_violations,0,
placement,finalWeightedCongestion,0.6566,
die,die-width,80,um
finish,regArea,0,um^2
setup_path,required,1.68,ns
finish,ff_count,0,
finish,logic_area,146.4,um^2
global_route,grt_max_degree,10,
finish,final_cells,82,
die,design.core.area,3416,um^2
synthesis,largest_area_cell,"a211oi_2",
final_timing,report.final.hold_viol_count,0,
synthesis,syn_area_per_cell,7.107,um^2
setup_path,slowest_delay,0.50,ns
==> final timing paths <==
check                 start    to  slack [ns]
worst max-delay path  SW[1]  C[6]        0.15
worst min-delay path  SW[0]  C[3]        1.42
==> repair_timing <==
| item | CTS | global route |
|---|---|---|
| hold buffers | 0 | 0 |
| buffers inserted | 0 | 0 |
| setup endpoints to repair | 7 | 4 |
| gates resized | 9 | 6 |
==> cells in the mapped netlist (2+ instances only) <==
| cell type | count |
|---|---|
| nor2_1 | 2 |
| a21oi_1 | 2 |
| nand2_1 | 2 |
| inv_1 | 2 |
==> cell type report <==
| cell class | count | share of cell area |
|---|---|---|
| timing repair buffer | 14 | 0.3450 |
| multi-input combinational | 20 | 0.4535 |
| inverter | 2 | 0.02326 |
| tap | 46 | 0.1783 |
==> kinds of logic (layout without fill, tap and decap cells) <==
logic type | count (synthesis) | in the layout | synth area share
buf+inv | 5 | 16 | 0.1761
compound gates | 11 | 11 | 0.5000
mux | 1 | 1 | 0.05634
simple gates | 8 | 8 | 0.2677
==> through the flow <==
stage | total power, mW | TNS [ns] | util
CTS | 0.06151 | 0 | 0.1004
finish | 0.05766 | 0 | 0.09451
floorplan | 0.02687 | 0 | -
detailed placement | 0.06446 | -1.796 | 0.1007
global placement | 0.06409 | -1.729 | 0.1007
global route | 0.06519 | 0 | 0.09451
==> power breakdown <==
part / total, mW / internal (mW) / leakage (nW) / switching [mW]
sequential: 0 / 0 / 0 / 0
clock: 0 / 0 / 0 / 0
combinational: 0.0577 / 0.0363 / 0.123 / 0.0213
==> routing by layer <==
| metal | routed length [um] | track usage |
|---|---|---|
| met5 | 0 | 0 |
| met4 | 0 | 0 |
| met3 | 87 | 0.004545 |
| met2 | 226 | 0.02809 |
| met1 | 248 | 0.02175 |
==> layout by cell type, fill, tap and decap left out, drive strengths merged <==
master / count
nor3b: 1
mux2i: 1
o221ai: 1
a21boi: 1
o211ai: 1
nand2b: 1
or3: 1
buf: 4
o22a: 1
clkdlybuf4s50: 6
o21ba: 1
dlygate4sd2: 1
a2bb2oi: 1
nand2: 2
nor2: 2
inv: 2
and4bb: 1
clkbuf: 3
o21ai: 1
a211oi: 1
a21oi: 2
o2bb2a: 1
Power figures rest on the tool's default switching activity, not on a simulated workload.
