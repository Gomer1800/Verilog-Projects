## design/flow/design.v

```verilog
`timescale 1ns / 1ps
module bcd7segment(
    input [3:0] BTN,
    input [3:0] SW,
    output [3:0] digit,
    output [6:0] seg
    );
    reg [3:0] DIGIT;
    reg [6:0] SEG;
always @ (BTN,SW) begin
            DIGIT[0] = ((~BTN[2]) + (~BTN[1] & ~BTN[0])) ;
            DIGIT[1] = ((~BTN[2]) + (BTN[1] & ~BTN[0])) ;
            DIGIT[2] = ((~BTN[2]) + (~BTN[1] & BTN[0])) ;
            DIGIT[3] = ((~BTN[2]) + (BTN[1] & BTN[0])) ;
            SEG =  
            ((~BTN[2] && SW==0) ? 7'b1000000 :  
            ((~BTN[2] && SW==1) ? 7'b1111001 :  
            ((~BTN[2] && SW==2) ? 7'b0100100 :  
            ((~BTN[2] && SW==3) ? 7'b0110000 :  
            ((~BTN[2] && SW==4) ? 7'b0011001 :  
            ((~BTN[2] && SW==5) ? 7'b0010010 :  
            ((~BTN[2] && SW==6) ? 7'b0000010 :  
            ((~BTN[2] && SW==7) ? 7'b1111000 :  
            ((~BTN[2] && SW==8) ? 7'b0000000 :  
            ((~BTN[2] && SW==9) ? 7'b0011000 :  
            ((~BTN[2] && BTN[3] && SW==10) ? 7'b0001000 :  
            ((~BTN[2] && BTN[3] && SW==11) ? 7'b0000011 :  
            ((~BTN[2] && BTN[3] && SW==12) ? 7'b1000110 :  
            ((~BTN[2] && BTN[3] && SW==13) ? 7'b0100001 :  
            ((~BTN[2] && BTN[3] && SW==14) ? 7'b0000110 :  
            ((~BTN[2] && BTN[3] && SW==15) ? 7'b0001110 : 7'b1111111)  
             )))))))))))))));
         end
         assign digit = DIGIT;
         assign seg = SEG;
         endmodule    
```

## design/flow/run.sh

```bash
#!/bin/bash
# OpenROAD 26Q1-2900-gdf79404cd8, Yosys 0.63+post, stock flow scripts
make -C /OpenROAD-flow-scripts/flow DESIGN_CONFIG=/design/flow/config.mk WORK_HOME=/design/flow/orfs finish
```

## design/flow/config.mk

```make
export PLATFORM = sky130hd
export DESIGN_NAME = bcd7segment
export DESIGN_NICKNAME = bcd7segment
export VERILOG_FILES = /design/flow/design.v
export SDC_FILE = /design/flow/constraint.sdc
export NUM_CORES = 4
export LEC_CHECK = 1
export CORE_AREA = 10 10 70 70
export DIE_AREA = 0 0 80 80
```

## design/flow/constraint.sdc

```tcl
current_design bcd7segment

set clk_period 1.6
set clk_io_pct 0.2

create_clock -name clk0 -period $clk_period

set non_clock_inputs [all_inputs -no_clocks]
set_input_delay [expr $clk_period * $clk_io_pct] -clock clk0 $non_clock_inputs
set_output_delay [expr $clk_period * $clk_io_pct] -clock clk0 [all_outputs]
```

==> flow_metrics.py <==
# Physical implementation metrics
metrics = {
    "status": {
        "status": "finished clean",
    },
    "clock_tree": {
        "cts_hold_buf": 0,
    },
    "layout": {
        "nFlopsAndLatches": 0,
        "final_util_pct": 22.82,
        "post-route-cell-area_um2": 779.5,
        "lay_top_cells": "buf_4 (11), buf_6 (10), buf_2 (9)",
        "drive_gt1_share_pct": 59.55,
        "regArea_um2": 0,
        "layoutNonFillerInstCount": 135,
        "syn2layout_area_growth_pct": 108.4,
        "clockBufferCount": 0,
        "lay_top_count": "buf_4",
    },
    "global_route": {
        "grt_pass1_vias": 527,
        "grtUsageTotal_pct": 4.665,
        "grt_overflow": 0,
        "grt_max_degree": 9,
        "grt_pass1_wl_um": 2553,
        "antenna_found_initial": 0,
    },
    "sta": {
        "rsz0062_at_grt": "true",
        "fin_crit_ns": 1.550,
        "max-slew-margin-rel_pct": 84.84,
        "fin_crit_sh_pct": 96.86,
        "report.final.slew_viol_count": 0,
        "worstMarginPinSlew_ns": 0.2266,
        "finalSetupViolations": 0,
        "hold_viol_final": 0,
        "fmax_ghz": 0.6452,
    },
    "floorplan": {
        "chipArea_um2": 6400,
        "ios": 19,
        "fp.coreArea_um2": 3416,
        "initCoreUtil_pct": 10.95,
        "rows": 21,
        "die_w_um": 80,
        "die_y_um": 80,
    },
    "detailed_routing": {
        "via_per_inst": 3.681,
        "totalWireLength_um": 1474,
        "drc": 0,
        "drt-initial-drc-count": 11,
        "routedWlPerCell_um": 10.92,
        "antenna_cells": 0,
        "final_antenna_net_count": 0,
        "vias": 497,
        "firstDrtPassIters": 3,
    },
    "min_path": {
        "min_path_type": "in2out",
    },
    "critical_path": {
        "crit_arrival_ns": 1.23,
        "crit_fanout": 4,
        "worstSetupEndpointType": "primary output",
        "cp.required_ns": 1.28,
        "crit_type": "in2out",
        "cp-start-kind": "input port",
    },
    "synthesis": {
        "yosysCellCount": 57,
        "mux_area_share_pct": 4.013,
        "synthAoiAreaFrac_pct": 39.13,
        "ys_sh_adder_pct": 3.010,
        "topCombFamilyByArea": "AND-OR/OR-AND gates",
        "ys_sh_xor_pct": 9.365,
        "simple_gate_area_share_pct": 32.44,
        "avgSynthCellArea_um2": 6.563,
        "yosys_area_um2": 374.1,
        "yosysUniqueCellTypes": 29,
        "ys_seq_share_pct": 0,
        "netlist_instances": 57,
        "syn_area_um2": 374.1,
        "yosysWarnings": 1,
    },
    "placed_design": {
        "placed_area_um2": 693.2,
        "place.gp.congestion": 0.8926,
        "dp_hpwl_um": 1142,
        "numPortBuffers": 19,
        "place_inst": 131,
    },
    "power": {
        "ir_drop_v": 0.00009685,
        "power.density_nw_per_um2": 263.2,
        "leakagePower_nw": 0.3221,
    },
    "run": {
        "tool_warnings": 34,
        "drv_cap": 0,
    },
}
==> synth_stat cells, drive strengths merged, types with 2 or more instances <==
cell     n  area share [%]
nand2b   3             5.0
o21ai    5             6.7
or2      2             3.3
xnor2    4             9.4
nor2     4             4.0
o2bb2ai  2             4.7
nand2    5             5.0
nor2b    4             6.7
a21boi   2             4.0
a21oi    4             5.4
inv      3             3.0
buf      5             9.0
o22ai    2             3.3
==> cell families after synthesis <==
group,Yosys count
XOR/XNOR,4
AND/OR/NAND/NOR,22
buffers and inverters,8
multiplexers,1
adder cells (fa/ha/maj),1
AND-OR/OR-AND,21
==> stage by stage <==
step | total power [W] | setup TNS [ns] | hold slack (ns) | setup slack [ns]
after CTS | 0.0001945 | -0.001177 | 1.027 | -0.001177
after global routing | 0.0002282 | -0.007809 | 1.086 | -0.006636
after global placement | 0.0001870 | -6.541 | 1.678 | -0.8021
final | 0.0002052 | 0 | 1.016 | 0.05021
after floorplan | 0.00007786 | 0 | 0.7287 | 0.3401
after detailed placement | 0.0001871 | -6.597 | 1.690 | -0.7958
==> worst max-delay path, stage by stage <==
cell and delay (ns):
buf_6 0.10, or3b_4 0.42, o21a_1 0.20, nand4b_1 0.09
buf_2 0.11
==> routing by layer <==
layer,routed length (um),GRT usage (%),part of all wire (%)
met3,57,0.7955,3.9
met4,0,0,0
met1,746,6.596,51
met2,670,7.624,45
met5,0,0,0
==> what timing repair did <==
item                       in CTS  in global routing
resized                        72                 19
gates cloned                    1                  0
pin swaps                       8                  7
setup buffers                   4                  0
setup endpoints to repair      11                  7
==> report_power, final <==
| part | switching [W] | total [W] | internal, W |
|---|---|---|---|
| Clock | 0 | 0 | 0 |
| Sequential | 0 | 0 | 0 |
| Combinational | 0.0000821 | 0.000205 | 0.000123 |
==> final timing paths <==
check | start | end | slack, ns | cells past startpoint
max | SW[0] | seg[3] | 0.05 | 5
min | BTN[2] | seg[4] | 1.02 | 4
==> cell type report <==
type	instances	area, um2
Tap cell	46	57.56
Timing Repair Buffer	37	311.5
Fill cell	378	2636
Multi-Input combinational cell	49	396.6
Inverter	3	13.76
Power and IR drop assume default switching activity.
