[flow/config.mk]
export PLATFORM = sky130hd
export DESIGN_NAME = main_8b
export DESIGN_NICKNAME = main_8b
export VERILOG_FILES = /design/flow/design.v
export SDC_FILE = /design/flow/constraint.sdc
export NUM_CORES = 4
export LEC_CHECK = 1
export CORE_UTILIZATION = 50
[flow/constraint.sdc]
current_design main_8b

set clk_period 5.5
set clk_io_pct 0.2

create_clock -name clk0 -period $clk_period [get_ports {clock}]

set non_clock_inputs [all_inputs -no_clocks]
set_input_delay [expr $clk_period * $clk_io_pct] -clock clk0 $non_clock_inputs
set_output_delay [expr $clk_period * $clk_io_pct] -clock clk0 [all_outputs]
[flow/design.v]
`timescale 1ns / 1ps
module main_8b(
    input clock,
    input reset,  
    input [7:0] SWA,  
    input [7:0] SWB,  
    input BUTTON,     
    output [3:0] DIGITS,   
    output [7:0] DISPLAY  
    );
    wire EQ,LT,GT;
    wire button = BUTTON;
    wire LEDcounter;
    reg [19:0] refreshCounter;
    reg [6:0] display;
    wire [6:0] displayOutputA;
    wire [6:0] displayOutputB;
    reg [3:0] digits;  
    sseg_dec displaySeg( SWB [6:0],SWB [7], ~LEDcounter, clock, digits, display);
always @ (posedge clock or posedge reset)
    begin 
     if(reset == 1)
      refreshCounter <= 0;
     else
      refreshCounter <= refreshCounter + 1;
    end 
    assign LEDcounter = refreshCounter[19:18];
always @ (SWA, SWB, button, LEDcounter) begin
    case (LEDcounter)
    1'b0: begin  
        digits = 
        4'b0011;
        display =
        displayOutputA;
        end
    1'b1: begin  
        digits = 
        4'b1100;
        display =
        displayOutputB; 
        end
    default: begin
        digits = 4'b1111;
        display = 7'b1111111;
        end
    endcase
    end
    assign DIGITS= digits;
    assign DISPLAY [6:0]= display;
endmodule
module sseg_dec( input [7:0] ALU_VAL, 
				 input SIGN,
				 input VALID,
                 input CLK,
                 output [3:0] DISP_EN,
                 output [7:0] SEGMENTS);
   reg   [1:0] cnt_dig; 
   reg   [3:0] digit; 
   wire   [3:0] lsd,msd,mmsd; 
   reg [3:0] msd_v, mmsd_v;
   wire   sclk; 
    bin2bcdconv my_conv( .BIN_CNT_IN(ALU_VAL), 
                         .LSD_OUT(lsd), 
                         .MSD_OUT(msd), 
                         .MMSD_OUT(mmsd)); 
   clk_div my_clk( .clk(CLK),
	               .sclk(sclk) ); 
   always @ (posedge sclk)
   begin
         cnt_dig <= cnt_dig + 1; 
   end
   assign SEGMENTS = (digit==0)? 8'b00000011:
               (digit==1)?8'b10011111:
               (digit==2)?8'b00100101:
               (digit==3)?8'b00001101:
               (digit==4)?8'b10011001:
               (digit==5)?8'b01001001:
               (digit==6)?8'b01000001:
               (digit==7)?8'b00011111:
               (digit==8)?8'b00000001:
               (digit==9)?8'b00001001:
			   (digit==4'hE)?8'b11111101:    
			   (digit==4'hF)?8'b11111111:    
               8'b11111111; 
   assign DISP_EN = (cnt_dig==0)? 4'b1110: 
                    (cnt_dig==1)? 4'b1101:
                    (cnt_dig==2)? 4'b1011:
                    (cnt_dig==3)? 4'b0111:
                                  4'b1111; 
	always@ (cnt_dig, lsd, msd, mmsd, SIGN, VALID)   
	begin
	    msd_v =msd;
	    mmsd_v=mmsd;
		if (mmsd == 4'h0)
		begin 
		   if (msd == 4'h0) 
			   msd_v = 4'hF; 
		   mmsd_v = 4'hF; 
		end; 
		if (VALID == 1) 
		begin 
			if (SIGN == 0)	
				case(cnt_dig)
				    0: digit = 4'b1111; 
					1: digit = mmsd_v; 
					2: digit = msd_v; 
					3: digit = lsd; 
					default: digit = 4'b0000; 
				endcase
			else
				case(cnt_dig)
                    0: digit = 4'b1110; 
                    1: digit = mmsd_v; 
                    2: digit = msd_v; 
                    3: digit = lsd; 
                    default: digit = 4'b0000; 
                endcase 
		end
		else digit = 4'b1111;
	end
endmodule
module bin2bcdconv ( input [7:0] BIN_CNT_IN,
                     output reg [3:0] LSD_OUT,
                     output reg [3:0] MSD_OUT,
                     output reg [3:0] MMSD_OUT);
    integer i;
    always@(BIN_CNT_IN)
    begin
        LSD_OUT=0;
        MSD_OUT=0;
        MMSD_OUT=0;
        for(i=7; i>=0; i=i-1)
        begin
            if(MMSD_OUT >=5)
                MMSD_OUT = MMSD_OUT +3;
            if(MSD_OUT >=5)
                MSD_OUT = MSD_OUT +3;
            if(LSD_OUT>=5)
                LSD_OUT = LSD_OUT +3;
            MMSD_OUT = MMSD_OUT <<1;
            MMSD_OUT[0] = MSD_OUT[3];
            MSD_OUT = MSD_OUT <<1;
            MSD_OUT[0] = LSD_OUT[3];
            LSD_OUT = LSD_OUT <<1;
            LSD_OUT[0] = BIN_CNT_IN[i];
        end
    end
endmodule
module clk_div (  input clk,
                  output sclk);
  integer MAX_COUNT = 2200; 
  integer div_cnt =0;
  reg tmp_clk=0; 
   always @ (posedge clk)              
   begin
         if (div_cnt == MAX_COUNT) 
         begin
            tmp_clk = ~tmp_clk; 
            div_cnt = 0;
         end else
            div_cnt = div_cnt + 1;  
   end 
   assign sclk = tmp_clk; 
endmodule
[flow/run.sh]
#!/bin/bash
# OpenROAD 26Q1-2900-gdf79404cd8, Yosys 0.63+post, stock flow scripts
make -C /OpenROAD-flow-scripts/flow DESIGN_CONFIG=/design/flow/config.mk WORK_HOME=/design/flow/orfs finish
==> impl_metrics.py <==
# Auto-generated metrics
metrics = {
    "logic_synthesis": {
        "ys_area_um2": 2370,
        "top_area_share_pct": 28.7,
        "synth.area.top_cells": "dfxtp_1 (29%), dfrtp_1 (20%), xnor2_1 (13%)",
        "top_area_cell": "dfxtp_1",
        "synth_warnings": 6,
        "synth_cell_type_count": 29,
        "flop_cell": "dfxtp_1",
        "edf_count": 1,
        "ys_ff": 54,
        "yosys.stat.seqShare_pct": 50.0,
        "synth.cells.most_frequent": "dfxtp_1 (34), xnor2_1 (34), nand3_1 (22)",
        "synth_stat.cells": 226,
        "async_flop_share_pct": 35.2,
    },
    "status": {
        "lastStage": "1_2_yosys",
        "error_line": "ERROR: Found 1 problems in 'check -assert'.",
        "run_status": "did not finish",
    },
}
-- kinds of logic after synthesis --
logic type / count (synthesis) / synth area share (%)
buffers and inverters: 22 / 5.28
and+or+nand+nor: 97 / 24.5
other: 1 / 0.158
DFF: 54 / 50.0
adders and majority gates: 5 / 2.64
xor gates and xnor gates: 47 / 17.4
